==> design.v <==
module InstrDecod(instr, pc, regWrite, writeData, writeRegister, opcode, funct, regOut1, regOut2, regRt, regRd, immValue, jumpDest, branchDest);
  input [31:0] instr;     
  input [31:0] pc;  
  input [31:0] writeData;  
  input [4:0] writeRegister;  
  input regWrite;    
  output [5:0] opcode;  
  output [5:0] funct;   
  output [31:0] regOut1;  
  output [31:0] regOut2;  
  output [4:0] regRt;   
  output [4:0] regRd;   
  output [31:0] jumpDest;   
  output [31:0] immValue;  
  output [31:0] branchDest;  
  reg signed [31:0] registerMem [0:31];
  wire signed [31:0] writeData;
  wire signed [31:0] pc;
  reg [5:0] opcode, funct;
  reg [4:0] regRs, regRt, regRd;
  reg signed [31:0] regOut1, regOut2;
  reg signed [31:0] immValue, jumpDest, branchDest;
  reg signed [31:0] signedBranch;
  integer idx;
  initial
    begin
    for (idx = 0; idx < 32; idx = idx + 1)
      begin
        registerMem[idx] = 0;
      end
  end
  always @(*) begin
    if (regWrite == 1)
      registerMem[writeRegister] = writeData;
  end
  always @(instr) begin
    opcode = instr[31:26];
     funct = instr[5:0];
    regRs = instr[25:21];
    regRt = instr[20:16];
    regRd = instr[15:11];
    immValue = { {16{instr[15]}}, instr[15:0] };
    jumpDest = { {5{instr[25]}}, instr[25:0] };
    signedBranch = { {16{instr[15]}}, instr[15:0] };
    branchDest = pc + signedBranch;
    regOut1 = registerMem[regRs];
    regOut2 = registerMem[regRt];
  end
endmodule
==> run.sh <==
#!/bin/bash
# OpenROAD 26Q1-2900-gdf79404cd8, Yosys 0.63+post, stock flow scripts
make -C /OpenROAD-flow-scripts/flow DESIGN_CONFIG=/design/flow/config.mk WORK_HOME=/design/flow/orfs finish
==> config.mk <==
export PLATFORM = sky130hd
export DESIGN_NAME = InstrDecod
export DESIGN_NICKNAME = InstrDecod
export VERILOG_FILES = /design/flow/design.v
export SDC_FILE = /design/flow/constraint.sdc
export NUM_CORES = 4
export LEC_CHECK = 1
export CORE_UTILIZATION = 30
==> constraint.sdc <==
current_design InstrDecod

set clk_period 9.0
set clk_io_pct 0.2

create_clock -name clk0 -period $clk_period

set non_clock_inputs [all_inputs -no_clocks]
set_input_delay [expr $clk_period * $clk_io_pct] -clock clk0 $non_clock_inputs
set_output_delay [expr $clk_period * $clk_io_pct] -clock clk0 [all_outputs]
==> job_summary.md <==
## Implementation flow summary

| Metric | Value |
|---|---|
| GPL Wtd Cong | `around 1.1` |
| Core area | `between 90,000 and 100,000 µm²` |
| # resized after CTS | `0` |
| CTS Hold Bufs | `0` |
| Layout cells sized above 1 | `around 9%` |
| Max-slew violations | `0` |
| Max FO, Critical Path | `18` |
| Most common reg cell | `dlxtn_1` |
| Design Power | `1.38 mW` |
| Slowest CP cell | `nor2_4` |
| Die Y | `~320 µm` |
| DRC | `0` |
| Outcome | `complete, no violations` |
| Area Overhead vs Synth | `15.3%` |
| Cell variety after synth | `approximately 72` |
| WS Path Type | `in -> out` |
| Minimum clock period | `roughly 7.9 ns` |
| Register pins left without a clock | `1,024` |
| FFs w/ async S/R, synth | `0%` |
| WL/cell | `between 30 and 40 µm` |
| Number of iterations in the first detailed-routing pass | `7` |
| P_leak | `approximately 15 nW` |
| VDD IR-drop max | `between 30 and 40 µV` |
| Max-cap violations | `0` |
| Layout filler cell count | `approximately 10,000` |
| Slew @ Worst Pin | `between 1 and 1.5 ns` |
| CP Cell Sequence | `clkdlybuf4s50_1 > buf_4 > or3_1 > nor2_4 > buf_4 > nand2_1 > nand4_1 > nor2_1 > a31oi_1 > clkdlybuf4s50_1` |
| Die X | `around 320 µm` |
| Post-Synthesis Cells | `between 3,000 and 4,000` |
| Initial antenna violation count | `9` |
| Chip Area, Yosys | `around 30,000 µm²` |
| P per Cell Area | `39.9 nW/µm²` |
| Synth flops | `around 1,000` |
| Die Size | `101,000 µm²` |
| CP delay by family, top | `buffers and inverters` |
| Setup Fix Bufs, Post-CTS | `0` |
| WL final | `181,000 µm` |
| Buffers plus inverters on the worst setup path | `4` |
| Number of unconstrained endpoints | `1,024` |
| Fmax achieved | `about 0.13 GHz` |
| Final Setup Violations | `0` |
| Io pins | `284` |
| First-pass GRT wire length | `246,000 µm` |
| Critical path startpoint category | `input pin` |
| PortBufs | `roughly 270` |
| Grt ovf | `0` |
| CP required | `between 7 and 8 ns` |
| Yosys Instances | `3,293` |
| Vias | `32,900` |
| Largest net degree at the start of global routing | `38` |
| P_int | `0.721 mW` |
| Synthesized area per cell | `around 9.1 µm²` |
| NetSw | `around 0.66 mW` |
| Sw frac | `47.9%` |
| FP Util | `between 30% and 40%` |
| Number of enable flip-flop cells | `0` |
| Setup TNS | `0 ns` |
| Via/cell ratio | `~7.0` |
| RSZ-0062 raised after global routing | `no` |
| Mapped Area | `between 30,000 and 40,000 µm²` |
| Critical Path AT | `roughly 6 ns` |
| Total GRT Usage | `between 30% and 40%` |
| Tool warnings | `32` |
| Final hold vios | `0` |
| Detail Route Antenna Nets | `0` |
| Initial DRC count | `between 4,000 and 5,000` |
| Delay of the slowest critical-path stage | `0.84 ns` |
| Post-route clock period utilization | `roughly 87%` |
| Vias in the first global route | `between 30,000 and 40,000` |
| Nature of the critical path endpoint | `primary output` |
| Rows | `approximately 120` |
| Synth warnings | `2` |
| HP Class | `in -> out` |
| Rel. slew slack | `16.6%` |
| Max reg flops | `approximately 1,000` |
| HPWL after DPL | `~110,000 µm` |
through the flow:
step / utilization [%] / cell area [µm²] / std cells / setup slack, ns / hold slack (ns)
final: 35.1 / 34700 / 4735 / 1.14 / 3.60
after global routing: 35.0 / 34600 / 4721 / 1.15 / 3.60
after CTS: 35.0 / 34600 / 4719 / 1.40 / 3.60
after detailed placement: 35.0 / 34600 / 4719 / 1.41 / 3.60
after global placement: 35.0 / 34600 / 4719 / 1.46 / 3.60
after floorplan: - / 30100 / 3293 / 3.45 / 3.67
cells in the final DEF (no fill, tap or decap), drive strengths merged, types with 4 or more instances in the layout:
| master | synthesis | final |
|---|---|---|
| dlxtn | 1024 | 1024 |
| a22o | 82 | 82 |
| clkdlybuf4s50 | 0 | 270 |
| a32oi | 6 | 6 |
| ha | 31 | 31 |
| diode | 0 | 16 |
| o32a | 5 | 5 |
| nand3 | 92 | 92 |
| nand4 | 110 | 110 |
| and2 | 5 | 5 |
| nor2b | 4 | 4 |
| or3b | 4 | 4 |
| o211ai | 5 | 5 |
| nand2b | 11 | 11 |
| buf | 238 | 191 |
| o21ai | 23 | 23 |
| or2 | 5 | 5 |
| a222oi | 29 | 29 |
| nor3 | 55 | 55 |
| nor3b | 5 | 5 |
| nand2 | 188 | 188 |
| a21o | 13 | 13 |
| nand3b | 5 | 5 |
| mux2i | 8 | 8 |
| a21oi | 98 | 98 |
| or3 | 4 | 4 |
| a22oi | 733 | 733 |
| xnor2 | 18 | 18 |
| a221oi | 89 | 89 |
| nor4 | 32 | 32 |
| inv | 9 | 9 |
| a31oi | 26 | 26 |
| and4 | 5 | 5 |
| nor4b | 4 | 4 |
| xor2 | 12 | 12 |
| and3 | 4 | 4 |
| nor2 | 189 | 189 |
layer usage:
metal | up-vias | global-route usage, % | wire (µm)
met2 | 3668 | 48.8 | 72000
li1 | 12800 | - | -
met3 | 1173 | 23.1 | 33300
met4 | 16 | 21.4 | 14600
met1 | 15200 | 40.5 | 60400
met5 | - | 0.851 | 178
synth_stat cells, types with 32 or more instances:
cell      number  area [µm²]
dlxtn_1     1024       15400
a22oi_1      733        5500
nand2_1      186         698
nor2_1       180         676
buf_2        121         606
buf_4        111         833
nand4_1      110         688
a21oi_1       97         485
nand3_1       91         455
a221oi_1      89         780
clkbuf_1      83         312
a22o_1        82         718
nor3_1        52         260
nor4_1        32         200
final timing paths:
check	to	depth (start not counted)	startpoint
setup / recovery	regOut1[11]	10	instr[23]
hold / removal	opcode[0]	0	instr[26]
final cells by class:
class | count | area (µm²) | share of cell area (%)
Sequential cell | 1024 | 15400 | 44.4
Multi-Input combinational cell | 1938 | 13400 | 38.6
Timing Repair Buffer | 461 | 4220 | 12.2
Tap cell | 1287 | 1610 | 4.65
Antenna cell | 16 | 40.0 | 0.115
Inverter | 9 | 33.8 | 0.0975
cells by family after synthesis:
| logic type | Yosys count | share of synthesized area (%) |
|---|---|---|
| compound gates | 1138 | 28.5 |
| xor+xnor | 30 | 0.874 |
| fa+ha+maj | 32 | 1.36 |
| buf+inv | 331 | 6.05 |
| latches | 1024 | 51.2 |
| mux | 9 | 0.304 |
| other cells | 1 | 0.0125 |
| simple gates | 728 | 11.7 |
No activity file was given, so power comes from the tool's default toggle rates.
