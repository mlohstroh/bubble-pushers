===== design/flow/config.mk =====
export PLATFORM = sky130hd
export DESIGN_NAME = allAlu
export DESIGN_NICKNAME = allAlu
export VERILOG_FILES = /design/flow/design.v
export SDC_FILE = /design/flow/constraint.sdc
export NUM_CORES = 4
export LEC_CHECK = 1
export CORE_UTILIZATION = 40

===== design/flow/run.sh =====
#!/bin/bash
# OpenROAD 26Q1-2900-gdf79404cd8, Yosys 0.63+post, stock flow scripts
make -C /OpenROAD-flow-scripts/flow DESIGN_CONFIG=/design/flow/config.mk WORK_HOME=/design/flow/orfs finish

===== design/flow/constraint.sdc =====
current_design allAlu

set clk_period 1.0
set clk_io_pct 0.2

create_clock -name clk0 -period $clk_period

set non_clock_inputs [all_inputs -no_clocks]
set_input_delay [expr $clk_period * $clk_io_pct] -clock clk0 $non_clock_inputs
set_output_delay [expr $clk_period * $clk_io_pct] -clock clk0 [all_outputs]

===== design/flow/design.v =====
module alu(out_address, out_branch, a, b, ALUctrl);  
input [31:0] a,b;  
input [1:0] ALUctrl;
output out_branch;
output [31:0] out_address; 
wire signed [31:0] a,b;
reg signed [31:0] out_address;
reg out_branch; 
always@(*)
	begin
		case(ALUctrl)
		2'b00: begin
			if(a == b) begin
				out_branch = 1;
				out_address = 0;
			end
		end
		2'b01: begin
		 out_address = a+b ;
		 out_branch = 0;
		end
		2'b10: begin
		out_address = a-b;
		out_branch = 0;
		end 
		endcase
	end
endmodule
module cpu(clk, rst);
  input clk, rst;
  wire [31:0] instruction;
  wire mem_to_reg, mem_write, branch_ctrl, alu_src, reg_dst, reg_write, jumpCtr;
  wire [1:0] alu_ctrl;
  wire [31:0] writeData;
  wire [5:0] opcode, funct;
  wire [31:0] regOut1, regOut2;
  wire [4:0] regRt, regRd;
  wire [31:0] immValue;
  wire [31:0] result;
  wire [31:0] readData;
  wire [31:0] currentPC;
  wire [31:0] jumpDest;
  wire [31:0] branchDest;
  wire [4:0] writeRegister;
  wire canBranch;
  wire canReallyBranch;
  allAlu alu(regOut1, regOut2, immValue, reg_dst, regRt, regRd, alu_src, alu_ctrl, writeRegister, result, canBranch);
  InstrDecod decode(instruction, currentPC, reg_write, writeData, writeRegister, opcode, funct, regOut1, regOut2, regRt, regRd, immValue, jumpDest, branchDest);
  if_phase fetcher(clk, rst, branchDest, canReallyBranch, jumpDest, jumpCtrl, instruction, currentPC);
  control ctrl(opcode, funct, mem_to_reg, mem_write, branch_ctrl, alu_ctrl, alu_src, reg_dst, reg_write, jumpCtrl);
  data_memory mem(result, regOut2, mem_write, readData);
  mux #(32) last_mux(result, readData, mem_to_reg, writeData);
  bestAnd branchAnd(branch_ctrl, canBranch, canReallyBranch);
endmodule
module allAlu(regOut1, regOut2, immValue, regDst, regRt, regRd, alu_src, alu_ctrl, writeRegister, result, canBranch);
  input [31:0] regOut1, regOut2, immValue;
  input alu_src;
  input [1:0] alu_ctrl;
  input [4:0] regRt, regRd;
  input regDst; 
  output [4:0] writeRegister;
  output [31:0] result;
  output canBranch;
  wire signed [31:0] regOut1, regOut2, immValue;
  wire alu_src;
  wire [1:0] alu_ctrl;
  wire signed [31:0] result;
  wire canBranch;
  wire [31:0] actualSource;
  alu alu(result, canBranch, regOut1, actualSource, alu_ctrl);
  mux #(5) mux(regRt, regRd, regDst, writeRegister);
  mux #(32) other_mux(regOut2, immValue, alu_src, actualSource);
endmodule
module bestAnd(inOne, inTwo, outResult);
  input inOne;
  input inTwo;
  output outResult;
  reg outResult;
  always @(*) begin
    outResult = inOne & inTwo;
  end
endmodule
module mux(inOne, inTwo, select, outSelect);
  parameter n = 32;
  input [n-1:0] inOne;
  input [n-1:0] inTwo;
  input select;
  output [n-1:0] outSelect;
  reg [n-1:0] outSelect;
  always @(*) begin
    case(select)
      1'b0: outSelect = inOne;
      1'b1: outSelect = inTwo;
    endcase
  end
endmodule

==> results.sh <==
# physical design summary
export IMPL_status="finished clean"
export IMPL_critical_setup_path_class="primary input to output pin"
export IMPL_die_width_um=115
export IMPL_worstHoldEndpoint="writeRegister[0]"
export IMPL_grt_max_degree=33
export IMPL_post_synth_inst_count=718
export IMPL_final_period_utilization_pct=98.1
export IMPL_post_route_cells_drive_above_1_share_pct=4.05
export IMPL_ys_area_um2=5090
export IMPL_fillerInstances=1211
export IMPL_synthTopCellsByArea="sky130_fd_sc_hd__ha_1 (18%), sky130_fd_sc_hd__dlxtn_1 (9.7%), sky130_fd_sc_hd__a21oi_1 (6.9%)"
export IMPL_largest_area_cell="sky130_fd_sc_hd__ha_1"
export IMPL_critical_path_max_stage_delay_ns=0.24
export IMPL_syn_mean_instance_area_um2=7.09
export IMPL_port_buffers=148
export IMPL_timing_critical_path_fanout_max=1
export IMPL_grt_antenna_before_repair=0
export IMPL_postSynth_asyncResetShare_pct=0
export IMPL_power_frac_seq_pct=6.4
export IMPL_yosys_top_cells_count="sky130_fd_sc_hd__inv_1 (79), sky130_fd_sc_hd__ha_1 (72), sky130_fd_sc_hd__a21oi_1 (70), sky130_fd_sc_hd__nor2_1 (66), sky130_fd_sc_hd__nand2_1 (39)"
export IMPL_cp_data_required_time_ns=0.80
export IMPL_core_area_um2=12200
export IMPL_gp_routability_congestion=0.932
export IMPL_synth_top_cell_by_count="sky130_fd_sc_hd__inv_1"
export IMPL_comb_power_share_pct=93.6
export IMPL_grt_total_usage_pct=26.2
export IMPL_netlist_cell_type_count=76
export IMPL_fin_tns_setup_ns=0
export IMPL_worstHoldPathCells=3
export IMPL_post_drt_via_cell_ratio=5.79
export IMPL_critical_path_startpoint_type="primary input"
export IMPL_cellInternalPower_uw=2040
export IMPL_final_design_area_no_fill_um2=6700
export IMPL_count_of_unclocked_register_or_latch_pins=33
export IMPL_timing_worst_slew_pin_value_ns=0.793
export IMPL_untimed_endpoints=66
export IMPL_share_clk_of_total_power_pct=0
export IMPL_critical_path_cell_sequence="dlygate4sd2_1, mux2_4, buf_2"
export IMPL_area_delta_synth_final_pct=31.6
export IMPL_ff_type="sky130_fd_sc_hd__dlxtn_1"
export IMPL_cts_resized_gates=35
export IMPL_instances_no_fill=1008
export IMPL_irDropWorstVdd_v=0.000283
export IMPL_number_of_synthesized_register_bits=33
export IMPL_grt_ovfl_total=0
export IMPL_wirelength_per_cell_um=17.2
export IMPL_post_synth_top_area_share_pct=17.7
export IMPL_drtPass1Iterations=5
export IMPL_worst_endpoint_arrival_ns=0.78
export IMPL_post_dp_area_um2=6700
export IMPL_top_ports=148
export IMPL_post_cts_hold_buffer_count=0
export IMPL_yosysWarningCount=3
export IMPL_drcViolationCount=0
export IMPL_timing_hold_worst_start="regRd[0]"
export IMPL_synth_cell_area_um2=5090
export IMPL_cpLargestDelayFamily="buffers and inverters"
export IMPL_p_leak_uw=0.00300
export IMPL_slowest_cell_on_crit_path="sky130_fd_sc_hd__mux2_4"
export IMPL_dp_hpwl_um=14100
export IMPL_first_pass_grt_wire_length_um=27200
export IMPL_core_rowCount=40
export IMPL_drt_first_iter_violations=340
export IMPL_routed_via_count=5832
export IMPL_core_util_floorplan_pct=41.7
export IMPL_hold_ws_ns=0.702
export IMPL_worst_setup_path_end_kind="output pin"
export IMPL_cap_viol_max_count=0
export IMPL_grt_setup_unrepaired="no"
export IMPL_enable_flop_cells=0
export IMPL_vias_in_the_first_global_route=5388
export IMPL_setup_viol=0
export IMPL_remaining_number_of_nets_flagged_by_the_antenna_check_after_routing=0
export IMPL_critical_path_startpoint="regRd[4]"
export IMPL_power_switching_uw=2260
export IMPL_critical_path_n_buffers_inverters=2
export IMPL_fp_dieArea_um2=13200
export IMPL_postRouteWirelength_um=17300
export IMPL_post_cts_buffers=0
export IMPL_swShare_pct=52.6
export IMPL_insertedDiodeCount=0
export IMPL_log_warning_count=73
export IMPL_timing_final_hold_violations=0
export IMPL_period_needed_ns=0.981
export IMPL_place_inst=1008
export IMPL_maxClockFrequency_mhz=1020
export IMPL_floorplan_die_height_um=115
export IMPL_hold_path_class="primary input to output pin"
export IMPL_yosysCellCount=718
export IMPL_relative_slew_margins_pct=47.0
export IMPL_timing_max_transition_violations_final=0
export IMPL_p_per_area_nw_per_um2=642
how the worst max path moves through the flow:
stage	endpoint	slack, ns	depth (start not counted)
4_1_cts	writeRegister[0]	-0.17	3
5_1_grt	writeRegister[4]	0.007	3
6_report	writeRegister[4]	0.02	3
cells in the final DEF, fill, tap and decap left out, types with 7 or more instances in the layout:
cell	instances
sky130_fd_sc_hd__a211oi_1	22
sky130_fd_sc_hd__dlxtn_1	33
sky130_fd_sc_hd__mux2i_1	32
sky130_fd_sc_hd__clkdlybuf4s50_1	131
sky130_fd_sc_hd__nand4_1	7
sky130_fd_sc_hd__o21ai_0	32
sky130_fd_sc_hd__nand2_1	39
sky130_fd_sc_hd__a221oi_1	7
sky130_fd_sc_hd__o21bai_1	19
sky130_fd_sc_hd__or3_1	7
sky130_fd_sc_hd__a21oi_1	70
sky130_fd_sc_hd__and3_1	9
sky130_fd_sc_hd__clkdlybuf4s15_1	8
sky130_fd_sc_hd__nand3_1	13
sky130_fd_sc_hd__inv_1	79
sky130_fd_sc_hd__xnor2_1	7
sky130_fd_sc_hd__nor3_1	22
sky130_fd_sc_hd__nor2_1	66
sky130_fd_sc_hd__ha_1	72
sky130_fd_sc_hd__o31ai_1	10
sky130_fd_sc_hd__nor2b_1	10
sky130_fd_sc_hd__a21o_1	10
state kept, by name (all words and copies together), names as in the netlist:
register and count:
alu.out_branch 1, alu.out_address 32
power by group through the flow:
stage         clock, µW  combinational, µW  sequential, µW
CTS                   0               3980             279
global route          0               4410             288
finish                0               4030             277
per-layer routing:
layer,up-vias,track usage [%],part of all wire [%]
met5,-,0,0
met4,0,4.42,1.8
met3,26,2.63,8.3
met2,280,42.7,44
met1,2633,38.4,46
li1,2893,-,-
tightest hold or removal path: stages:
cell,delay [ns]
sky130_fd_sc_hd__dlymetal6s2s_1,0.08
sky130_fd_sc_hd__mux2_4,0.14
sky130_fd_sc_hd__buf_6,0.08
metrics by stage:
step,power [µW],setup WS [ns],util [%]
floorplan,2760,0.318,-
global placement,4230,-0.731,54.8
detailed placement,4260,-0.775,54.8
CTS,4260,-0.166,54.7
global route,4700,0.00730,54.9
finish,4300,0.0187,54.9
logic make-up (layout without fill, tap and decap cells):
logic type	count (synthesis)	count (layout)	synth area share (%)
and+or+nand+nor	200	200	19.1
adders and majority gates	74	74	18.5
buffers and inverters	110	232	8.28
muxes	38	38	7.62
AOI/OAI and AO/OA	254	254	35.2
xor gates and xnor gates	9	9	1.55
latches	33	33	9.73
final cells by class:
class                      count  area [µm²]  share of cell area (%)
inverter                      79         297                    4.42
sequential                    33         495                    7.39
timing repair buffer         153        1500                    22.4
tap                          168         210                    3.14
multi-input combinational    575        4200                    62.7
Power is estimated from default activity; no workload was simulated.
